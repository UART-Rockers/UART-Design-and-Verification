==> /design/flow/run.sh <==
#!/bin/bash
# OpenROAD 26Q1-2900-gdf79404cd8, Yosys 0.63+post, stock flow scripts
make -C /OpenROAD-flow-scripts/flow DESIGN_CONFIG=/design/flow/config.mk WORK_HOME=/design/flow/orfs finish
==> /design/flow/config.mk <==
export PLATFORM = sky130hd
export DESIGN_NAME = sipo_
export DESIGN_NICKNAME = sipo_
export VERILOG_FILES = /design/flow/design.v
export SDC_FILE = /design/flow/constraint.sdc
export NUM_CORES = 4
export LEC_CHECK = 1
export CORE_AREA = 10 10 70 70
export DIE_AREA = 0 0 80 80
==> /design/flow/constraint.sdc <==
current_design sipo_

set clk_period 1.2
set clk_io_pct 0.2

create_clock -name clk0 -period $clk_period [get_ports {clk}]

set non_clock_inputs [all_inputs -no_clocks]
set_input_delay [expr $clk_period * $clk_io_pct] -clock clk0 $non_clock_inputs
set_output_delay [expr $clk_period * $clk_io_pct] -clock clk0 [all_outputs]
==> /design/flow/design.v <==
module sipo_(dout,clk,shift,reset,Rxin);
input clk,reset,shift;
input Rxin;
output [7:0]dout;  
reg [7:0]s=0;
always@(posedge clk)
begin
if (!reset)
begin
s=0;
end
else if(shift)
begin
s=s>>1;
s[7]=Rxin;
end
else
s=s;
end
assign dout=s;
endmodule
==> changes_impl.md <==
## Flow update

* Status: complete, no violations
* Log Warnings at 25
* Slowest stage delay, CP at 0.32 ns
* N_diodes at 0
* Num CTS Buffers at 3
* Worst-path clk slew at 0.05 ns
* Asr flop ratio synth at 0%
* Crit-path max FO at 3
* Total gr overflow at 0
* #FFs+latches synth at 8
* Pwr/cell area at 947 nW/µm²
* Place WS at -0.0649 ns
* Placed inst area at 478 µm²
* Synth Flop Type: dfxtp_1
* # Cells Yosys at 25
* Netlist Area Pre-Place at 302 µm²
* Top cells by count, synth: dfxtp_1 (8), mux2i_1 (8), nor2b_1 (8), buf_6 (1)
* Startpoint types: register
* Layout area overhead at 78.4%
* Synth top area share at roughly 53%
* CORE AREA at 3420 µm²
* Post-synth cell types at 4
* CP bufs+invs at 1
* I/O Buffers at 11
* Crit path DRT at 0.96 ns
* Die Width at 80 µm
* Critical Path AT at around 0.8 ns
* Post-synth EDFFs at 0
* Max-Cap Viols at 0
* HP Class: register to register
* P_leak at roughly 0.25 nW
* Largest register FFs at 8
* GRT Total Usage at ~2.4%
* CTS tree: done
* Residual DRC at 0
* Fin crit period at 1.05 ns
* Fin. max-slew vios at 0
* Total power at roughly 510 µW
* Fin crit share at 87.3%
* Final core occ at between 10% and 20%
* Peak supply drop at 0.183 mV
* Largest net degree at the start of global routing at 9
* Syn avg cell area at 12.1 µm²
* Cell family with most CP delay: flip-flops
* Crit-path cells: dlygate4sd2_1
* Root Driver: clkbuf_4
* Post-Route WL at between 700 and 800 µm
* Crit path kind: register to output pin
* F_max at 955 MHz
* DRT iter0 DRCs at 1
* Placer Congestion at 0.730
* Mapped Cells at 25
* H-tree Lvls at 1
* Area leader, netlist: dfxtp_1
* CTS Sinks at 8
* Yosys warns at 1
* I/O pin cnt at 12
* Die Y at approximately 80 µm
* Share of cells above drive strength 1 at 38.6%
* CP max stage cell: dfxtp_2
* Fin worst setup slack at 0.152 ns
* Worst Tran Pin Value at 0.207 ns
* First-pass GRT wire length at 1170 µm
* Initial antenna violation count at 0
* Final Hold Viols at 0
* Seq/Total Area, Yosys at a little over half
* CP endpoint kind: output pin
* Vias per Instance at 2.56
* Core Util at FP at 8.83%
* Top cells, area: dfxtp_1 (53%), mux2i_1 (27%), nor2b_1 (17%)
* Layout fillers at 385
* Setup skew after layout at 0.00256 ns
* RSZ-0062 raised after global routing: no
* Drt wl/cell at 8.56 µm
* # setup viols final at 0
* Clock Path Buffers at 2
* Post-Route Setup TNS at 0 ns
* Number of global-route vias before repair at 236
* Slew headroom at 86.1%
* YS chip area at 302 µm²
* Pre-Repair DR Iteration Count at 4
* Final ANT Viol Nets at 0
* Die ar. at 6400 µm²
* Rows at 21
* Latency at later pin at around 0.24 ns
* Design Area, Final at approximately 540 µm²
* DR vias at 230
## power breakdown
group	internal, mW	leakage (nW)	switching [mW]
registers	0.271	0.0686	0.00225
clock network	0.113	0.0138	0.0738
logic	0.0331	0.167	0.0158
## routing by layer
metal / part of all wire (%) / routed length [µm] / vias up / GRT usage [%]
met5: 0 / 0 / - / 0
li1: - / - / 122 / -
met3: 4.0 / 31 / 2 / 1.14
met4: 0.78 / 6 / 0 / 0.880
met1: 37 / 287 / 103 / 2.21
met2: 58 / 443 / 3 / 4.41
## worst paths after layout
| check | from | end | slack, ns | cells after the start |
|---|---|---|---|---|
| hold / removal | s[0]$_SDFFE_PN0P_ | s[0]$_SDFFE_PN0P_ | 0.52 | 2 |
| setup reg to reg | s[2]$_SDFFE_PN0P_ | s[1]$_SDFFE_PN0P_ | 0.44 | 3 |
| hold reg to reg | s[0]$_SDFFE_PN0P_ | s[0]$_SDFFE_PN0P_ | 0.52 | 2 |
| setup / recovery | s[6]$_SDFFE_PN0P_ | dout[6] | 0.15 | 1 |
## through the flow
stage / cells / hold WS (ns)
finish: 90 / 0.520
global route: 90 / 0.567
CTS: 90 / 0.513
detailed placement: 82 / 0.525
global placement: 82 / 0.518
floorplan: 25 / 0.368
## cells by family (layout without fill, tap and decap cells)
family	Yosys count	count (layout)	share of synthesized area [%]
flip-flops	8	8	53.1
multiplexers	8	8	26.6
buffers and inverters	1	20	3.73
AND/OR/NAND/NOR	8	8	16.6
## cell usage in the layout, fill, tap and decap left out, drive strengths merged
cell type / n
nor2b: 8
clkbuf: 3
dlygate4sd2: 8
mux2i: 8
clkdlybuf4s50: 3
buf: 6
dfxtp: 8
## final cells by class
type,count,area [µm²],share of cell area [%]
sequential,8,170,31.6
tap,46,57.6,10.7
timing repair buffer,17,158,29.3
multi-input combinational,16,130,24.2
clock buffer,3,22.5,4.19
## timing repair
action | 4_1_cts | 5_1_grt
setup buffers | 5 | 0
resized | 16 | 0
hold buffers | 0 | 0
endpoints found under the setup margin | 8 | 0
No activity file was given, so power comes from the tool's default toggle rates.
