===== config.mk =====
export PLATFORM = sky130hd
export DESIGN_NAME = stop_bit
export DESIGN_NICKNAME = stop_bit
export VERILOG_FILES = /design/flow/design.v
export SDC_FILE = /design/flow/constraint.sdc
export NUM_CORES = 4
export LEC_CHECK = 1
export CORE_AREA = 10 10 70 70
export DIE_AREA = 0 0 80 80

===== design.v =====
module stop_bit (dout1,rxdataout,stopbiterror,rxin,checkstop,clk,reset);
input rxin,checkstop,clk,reset;
input [7:0]dout1; 
output reg stopbiterror;
output reg [7:0] rxdataout =0; 
reg x=3'd0;
always@(posedge clk)
begin
if (checkstop)
begin
if(rxin)
begin
if(x==15) 
begin
x<=0;
rxdataout<=dout1;
stopbiterror<=0;
end
else
begin
x=x+1;
stopbiterror<=0;
rxdataout<=dout1;
end
end
else
begin
rxdataout<=8'd0; 
stopbiterror<=1;
end
end
else
begin
rxdataout<=dout1;
stopbiterror<=0;
end
end
endmodule

===== constraint.sdc =====
current_design stop_bit

set clk_period 1.2
set clk_io_pct 0.2

create_clock -name clk0 -period $clk_period [get_ports {clk}]

set non_clock_inputs [all_inputs -no_clocks]
set_input_delay [expr $clk_period * $clk_io_pct] -clock clk0 $non_clock_inputs
set_output_delay [expr $clk_period * $clk_io_pct] -clock clk0 [all_outputs]

===== run.sh =====
#!/bin/bash
# OpenROAD 26Q1-2900-gdf79404cd8, Yosys 0.63+post, stock flow scripts
make -C /OpenROAD-flow-scripts/flow DESIGN_CONFIG=/design/flow/config.mk WORK_HOME=/design/flow/orfs finish

==> impl_metrics.csv <==
group,metric,value,unit
layout,layout_top_cell,"clkdlybuf4s50_1",
floorplanning,coreArea,3420,um^2
setup_path,crit_family,"flip-flops",
detailed_routing,drc,0,
final_timing,setup_tns,0,ps
floorplanning,fp.dieW,80,um
power,vdd_drop_max,188,uV
floorplanning,die-area,6400,um^2
clocking,htree_levels,1,
floorplanning,fp_util,7.33,%
detailed_routing,wl_per_cell,8.43,um
grt,grt_max_degree,10,
clocking,clock-root-buffer,"clkbuf_4",
final_timing,whs,542,ps
job,drv_cap,0,
setup_path,critPathSlowestCell,"dfxtp_1",
layout,n_fill_cell,399,
final_timing,setup_viol,0,
synth,ys_cells,19,
clocking,postCtsSetupRepairBufs,0,
floorplanning,num_rows,21,
power,p_leak,0.223,nW
floorplanning,die.size.y,80,um
status,outcome,"finished, final reports clean",
clocking,clockBufferDepth,2,
grt,grt_antenna_before_repair,0,
clocking,numCtsBuffers,3,
clocking,cts_tree,"done",
layout,area_delta_synth_final,105,%
setup_path,worstPathRequired,960,ps
hold_path,hp-class,"in2reg",
final_timing,min_period,1030,ps
synth,syn_inst,19,
detailed_routing,vias,187,
detailed_routing,via_per_inst,2.13,
synth,syn_area_per_cell,13.2,um^2
layout,drive_gt1_share,11.9,%
job,tool_warnings,26,
setup_path,worstPathArrival,790,ps
synth,ys_warn_count,1,
grt,overflow,0,
grt,track_usage,2.61,%
detailed_routing,drt_pass1_iterations,1,
grt,grt_pass1_vias,230,
final_timing,rsz0062_at_grt,"no",
setup_path,crit_type,"reg2out",
detailed_routing,ant_nets,0,
final_timing,fmax,971,MHz
setup_path,path_cells,"dlygate4sd2_1",
power,powerDensity,1210,nW/um^2
placement,io_buffers,19,
detailed_routing,antennaDiodeCount,0,
synth,syn_area,250,um^2
setup_path,crit_buf_inv,1,
detailed_routing,first_iter_violations,0,
synth,ys_seq_elements,9,
detailed_routing,routed_wl,742,um
setup_path,max_stage_delay,300,ps
layout,mostFrequentLayoutCells,"clkdlybuf4s50_1, dlygate4sd2_1, dfxtp_1, and2_1, clkbuf_4",
floorplanning,ioPinCount,21,
setup_path,crit_path_max_fanout,1,
final_timing,hold_violations,0,
final_timing,drv_slew,0,
final_timing,tightestPinTransition,113,ps
synth,ys_area,250,um^2
final_timing,finalCritPeriodShare,85.8,%
synth,postSynthSeqShare,72.0,%
setup_path,end_kind,"output port",
clocking,clock_sinks,9,
placement,gp_congestion,0.635,
final_timing,slew_headroom,92.4,%
synth,synth_cell_types,5,
setup_path,worstSetupStartpointType,"register",
clocking,cts.clk_slew.worst_paths,60,ps
grt,grt_pass1_wl,1300,um
==> metrics by stage <==
stage	utilization (%)	cell area (um^2)	setup slack [ps]	power, W	instances
floorplan	-	250	561	0.000342	19
global placement	14.6	498	79.1	0.000417	84
detailed placement	14.6	498	70.2	0.000418	84
CTS	15.0	513	148	0.000639	88
global route	15.0	513	112	0.000665	88
finish	15.0	513	170	0.000622	88
==> final timing paths <==
path	start	to	cells after the start
min	dout1[5]	rxdataout[5]$_DFF_P_	2
max	rxdataout[1]$_DFF_P_	rxdataout[1]	1
==> area by class of cell <==
cell class | count | area [um^2] | share of cell area [%]
flip-flops and latches | 9 | 180 | 35.1
repair buffers | 19 | 179 | 34.9
multi-input cells | 9 | 66.3 | 12.9
well taps | 46 | 57.6 | 11.2
clock buffers | 4 | 26.3 | 5.12
inverters | 1 | 3.75 | 0.732
==> where the power goes <==
part / switching (W) / internal [W]
registers: 0.00000328 / 0.000318
logic: 0.0000152 / 0.0000582
clock network: 0.0000994 / 0.000128
total: 0.000118 / 0.000504
==> layer usage <==
| layer | track usage, % | up-vias | wire (um) |
|---|---|---|---|
| met5 | 0 | - | 0 |
| met4 | 1.41 | 0 | 27 |
| met3 | 1.59 | 2 | 95 |
| met2 | 3.93 | 11 | 311 |
| met1 | 2.77 | 72 | 309 |
| li1 | - | 102 | - |
==> state kept, by name, summed over array words and instances (netlist names) <==
signal / flops
rxdataout: 8
stopbiterror: 1
==> cells in the mapped netlist <==
master / count / share of area [%]
and2_4: 1 / 3.5
nand2b_4: 1 / 5.5
and2_1: 7 / 17
inv_1: 1 / 1.5
dfxtp_1: 9 / 72
==> cell families (layout without fill, tap and decap cells) <==
logic type | count (synthesis) | in the layout | share of synthesized area (%)
flip-flops | 9 | 9 | 72.0
AND/OR/NAND/NOR | 9 | 9 | 26.5
buffers and inverters | 1 | 24 | 1.50
==> timing repair <==
action | 4_1_cts | 5_1_grt
hold buffers | 0 | 0
endpoints found under the hold margin | 0 | 0
gates resized | 9 | 0
endpoints found under the setup margin | 9 | 0
Power is estimated from default activity; no workload was simulated.
