==> design.v <==
module txfsm (clk, rst, tx_start, shift, load_data, select, tx_busy);
    input clk, rst, tx_start;
    output reg shift, load_data, tx_busy;
    output reg [1:0] select;
    reg [2:0] state, next, count;  
    wire flag;  
    parameter [2:0] IDLE=3'b000, START_BIT=3'b001, DATA_BIT=3'b010, PARITY_BIT=3'b011, STOP_BIT=3'b100;
    always @(posedge clk, posedge rst) begin 
      if(rst) begin 
        state <= IDLE;
        count <= 0;
      end
      else begin 
        state <= next; 
        if(state == DATA_BIT) 
          count <= count + 1;
        else 
          count <= 0;
      end
    end
    assign flag = (count == 7);
    always @(*) begin 
      case(state) 
        IDLE: begin 
          shift = 0;
          load_data = 0;
          select = 2'b11;
          tx_busy = 0;
          if (tx_start) 
            next = START_BIT; 
          else 
            next = IDLE;
        end 
        START_BIT: begin 
          shift = 0;
          load_data = 1;
          select = 2'b00;
          tx_busy = 1;
          next = DATA_BIT; 
        end
        DATA_BIT: begin 
          shift = 1;
          load_data = 0; 
          select = 2'b01;
          tx_busy = 1;
          if(!flag) 
            next = DATA_BIT;
          else
            next = PARITY_BIT;
        end
        PARITY_BIT: begin
          shift = 0;
          load_data = 1;
          select = 2'b10;
          tx_busy = 1;
          next = STOP_BIT;
        end
        STOP_BIT: begin 
          shift = 0;
          load_data = 0; 
          select = 2'b11;
          tx_busy = 0;
          if(tx_start) next = START_BIT; 
          else next = IDLE;
        end
default:begin next=IDLE; load_data=0; shift=0;select=2'b11;tx_busy=1'b0;end
      endcase
    end
endmodule
module   TXmux  (start_bit, data_bit, parity_bit, stop_bit, select, tx_data_out);
input start_bit, data_bit, parity_bit, stop_bit;
input [1:0] select;
output tx_data_out;
assign tx_data_out = select[1] ? (select[0] ? stop_bit: parity_bit) : (select[0] ? data_bit : start_bit);  
endmodule
module piso(data_bit,
tx_data,
load_data,
shift,
clk,
reset);
input load_data,shift,clk,reset;
input [7:0] tx_data;
output reg data_bit=0;
reg[7:0]temp=7'd0;
always @ (posedge clk or negedge reset)
begin
if (!reset)
begin
data_bit<=1'b0;
end
else if (load_data)
temp<=tx_data;
else
begin
data_bit<=temp[0];
temp<=temp>>1'b1;  
end
end
endmodule
module parity_generator(parity_bit,tx_data,load_data);
output reg parity_bit;
input [7:0]tx_data;
input load_data;
always@(*)
begin
if (load_data)
parity_bit<=^tx_data; 
else
parity_bit<=1'b0;
end
endmodule
module top(clk, rst, tx_start, tx_data, tx_data_out, tx_busy);
    input clk, rst, tx_start;
    input [7:0] tx_data;
    output tx_busy, tx_data_out;
    wire shift, load_data, data_bit, parity_bit;
    wire [1:0] select;
    reg start_p = 0, stop_p = 1;
    txfsm t1 (.clk(clk), .rst(rst), .tx_start(tx_start), .shift(shift), .load_data(load_data), .select(select), .tx_busy(tx_busy));
    piso p1 (.clk(clk), .tx_data(tx_data), .shift(shift), .load_data(load_data), .data_bit(data_bit));
    parity_generator pg1 (.tx_data(tx_data), .load_data(load_data), .parity_bit(parity_bit));
    TXmux m1 (.start_bit(start_p), .data_bit(data_bit), .parity_bit(parity_bit), .stop_bit(stop_p), .select(select), .tx_data_out(tx_data_out));
endmodule
==> run.sh <==
#!/bin/bash
# OpenROAD 26Q1-2900-gdf79404cd8, Yosys 0.63+post, stock flow scripts
make -C /OpenROAD-flow-scripts/flow DESIGN_CONFIG=/design/flow/config.mk WORK_HOME=/design/flow/orfs finish
==> config.mk <==
export PLATFORM = sky130hd
export DESIGN_NAME = top
export DESIGN_NICKNAME = top
export VERILOG_FILES = /design/flow/design.v
export SDC_FILE = /design/flow/constraint.sdc
export NUM_CORES = 4
export LEC_CHECK = 1
export CORE_AREA = 10 10 71 71
export DIE_AREA = 0 0 81 81
==> constraint.sdc <==
current_design top

set clk_period 1.5
set clk_io_pct 0.2

create_clock -name clk0 -period $clk_period [get_ports {clk}]

set non_clock_inputs [all_inputs -no_clocks]
set_input_delay [expr $clk_period * $clk_io_pct] -clock clk0 $non_clock_inputs
set_output_delay [expr $clk_period * $clk_io_pct] -clock clk0 [all_outputs]
==> Changelog: implementation <==
### Changed

* Status: complete, but fails checks
* Failing checks: negative setup slack
* Fill cells at about 410
* Syn Inst Count at 30
* Critical Path Sink: tx_data_out
* CP arrival at around 1.3 ns
* Longest Clk Path Bufs at 2
* Via count at ~250
* YS chip area at 374 um2
* GR Util All Layers at under 10%
* FP Core Util at 10.3%
* Antenna diodes at 0
* LEAKAGE at 0.283 nW
* Worst-Margin Slew at 0.290 ns
* Die H at just over 80 um
* Late-Pin Clk Latency at ~0.22 ns
* Grt ovf at 0
* Reg2Reg Depth at 3
* Yosys cell types at 12
* CTS buffer count at 3
* TritonCTS clock tree: done
* Worst reg-to-reg setup slack at 0.37 ns
* Max cap viols at 0
* Fmax achieved at 0.609 GHz
* Port Buffers at 12
* Initial antenna violation count at 0
* Setup Skew at 0.00359 ns
* Core ar. at 0.00363 mm2
* Reg-to-Reg End: t1.count[2]
* Final RePlAce weighted congestion at 0.656
* Maximum VDD drop at 0.612 mV
* Crit path DRT at 1.20 ns
* Vias in the first global route at ~270
* Pre-Repair DR Iteration Count at 1
* Die area at 0.00656 mm2
* Avg Cell Area, Syn at around 12 um2
* Yosys warning total at 5
* Largest net degree at the start of global routing at 9
* FP Rows at 22
* Clock period minus worst slack at 1.64 ns
* CP Launch Type: flop
* Final setup fails at 2
* Multi-input logic area at 165 um2
* Fin util at around 17%
* Ys cells at 30
* Die W at 81 um
* Tool warning count at 27
* Reg area at 201 um2
* Seq share, synth at 53.8%
* Layout cells sized above 1 at a little under a third
* WL per Instance at 7.14 um
* Synthesized area at 374 um2
* CTS Root Buffer Type: clkbuf_8
* Setup WS pre-CTS at -0.626 ns
* Worst setup EP type: output port
* Seq cells post-synth at 8
* Worst setup path class: reg -> out
* Power Dens Cells at between 1000 and 1500 mW/mm2
* Setup ws final at -0.141 ns
* Min-Delay Path Class: in -> async
* First-pass GRT wire length at 1.15 mm
* CTS hold repair buffers at 0
* DR DRC count at 0
* Clock input transition at the sequential cells of the worst setup and hold paths at 0.04 ns
* I/O Pins at 13
* P&R area growth vs syn at 63.9%
* Routed wire length at around 700 um
* ANT nets after route at 0
* FF-to-FF Start: t1.count[0]
* Period utilization at 109%
* Number of H-tree levels at 1
* Beginning of the critical path: t1.state[4]
* Unrepaired setup endpoints after global routing: true
* Clk sink count at 8
* Vias/cell at around 2.6
* Slew margin rel. at roughly 80%
* Number of hold violations in the final report at 0
* Max Slew Vio Count at 0
* Initial DRC count at 0
* CP max FO at 2
-- cell usage in the layout, fill, tap and decap left out, drive strengths merged --
master / instances
ha: 2
xnor2: 7
or3: 1
a31oi: 1
dfstp: 1
nor2: 3
inv: 2
clkbuf: 4
clkdlybuf4s50: 2
and2: 3
nor2b: 2
dlygate4sd2: 8
dfrtp: 7
buf: 6
o21bai: 1
-- stage by stage --
step / power, mW / area, um2 / hold WS [ns] / cells / TNS [ns]
2_1_floorplan: 0.454 / 374 / 0.115 / 30 / 0
3_3_place_gp: 0.602 / 577 / 0.419 / 93 / -0.685
3_5_place_dp: 0.621 / 577 / 0.429 / 93 / -0.715
4_1_cts: 0.883 / 613 / 0.333 / 98 / -0.288
5_1_grt: 0.932 / 613 / 0.376 / 98 / -0.338
6_report: 0.864 / 613 / 0.324 / 98 / -0.248
-- sequential cells by signal (all words and copies together), names as in the netlist --
name      count
t1.state      5
t1.count      3
-- cells by family (layout without fill, tap and decap cells) --
family	after synthesis	count (layout)	synth area share, %
flops	8	8	53.8
buf+inv	2	22	2.01
compound gates	2	2	3.68
fa+ha+maj	2	2	6.69
xor+xnor	7	7	16.4
simple gates	9	9	17.4
-- what timing repair did --
item                                    in CTS  in global routing
pin swaps                                    9                  0
endpoints found under the setup margin       2                  2
setup buffers                                1                  0
resized                                     15                  0
-- worst min path at each step --
stage,start,endpoint,slack (ns),depth (start not counted)
final,rst,t1.state[4],0.32,2
after global routing,rst,t1.state[1],0.38,2
after CTS,rst,t1.state[4],0.33,2
-- cell type report --
cell class | count | share of cell area, %
clock buffers | 4 | 7.35
flip-flops and latches | 8 | 32.9
well taps | 48 | 9.80
multi-input cells | 20 | 26.9
repair buffers | 16 | 21.8
inverters | 2 | 1.22
-- where the power goes --
group / total, mW / internal [mW] / leakage [nW] / switching [mW]
combinational: 0.305 / 0.202 / 0.158 / 0.103
clock: 0.263 / 0.184 / 0.0228 / 0.0794
sequential: 0.296 / 0.274 / 0.102 / 0.0226
total: 0.864 / 0.660 / 0.283 / 0.205
-- cell usage after synthesis --
cell,instances,area share [%]
nor2b_4,1,3.7
xnor2_1,7,16
o21bai_1,1,2.0
nor2_1,3,3.0
inv_1,2,2.0
nor2b_1,1,1.7
dfstp_2,1,7.0
ha_1,2,6.7
or3_4,1,3.0
a31oi_1,1,1.7
and2_2,3,6.0
dfrtp_1,7,47
-- per-layer routing --
layer  wire length (um)  vias to the layer above  GRT usage [%]  share of wire, %
li1                   -                      133              -                 -
met1                301                      118           2.54                43
met4                  0                        0          0.692                 0
met2                377                        3           3.58                54
met5                  0                        -              0                 0
met3                 22                        0          0.668               3.1
-- critical path: stages (launching register included) --
cell and delay (ns):
dfrtp_1 0.37, or3_4 0.38, nor2b_4 0.13, a31oi_1 0.12
buf_2 0.11
No activity file was given, so power comes from the tool's default toggle rates.
